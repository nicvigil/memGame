## design/flow/constraint.sdc

```tcl
current_design loadReg

set clk_period 1.1
set clk_io_pct 0.2

create_clock -name clk0 -period $clk_period [get_ports {Clk}]

set non_clock_inputs [all_inputs -no_clocks]
set_input_delay [expr $clk_period * $clk_io_pct] -clock clk0 $non_clock_inputs
set_output_delay [expr $clk_period * $clk_io_pct] -clock clk0 [all_outputs]
```

## design/flow/run.sh

```bash
#!/bin/bash
# OpenROAD 26Q1-2900-gdf79404cd8, Yosys 0.63+post, stock flow scripts
make -C /OpenROAD-flow-scripts/flow DESIGN_CONFIG=/design/flow/config.mk WORK_HOME=/design/flow/orfs finish
```

## design/flow/config.mk

```make
export PLATFORM = sky130hd
export DESIGN_NAME = loadReg
export DESIGN_NICKNAME = loadReg
export VERILOG_FILES = /design/flow/design.v
export SDC_FILE = /design/flow/constraint.sdc
export NUM_CORES = 4
export LEC_CHECK = 1
export CORE_AREA = 10 10 70 70
export DIE_AREA = 0 0 80 80
```

## design/flow/design.v

```verilog
module loadReg(Clk, Rst, loadPulse, numIn, numOut);
  input Clk, Rst, loadPulse;
  input [3:0] numIn;
  output reg[3:0] numOut;
  always @ (posedge Clk)
  begin
    if(Rst == 0)
    begin
      numOut <= 4'b0000;
    end
    else if(loadPulse == 1)
    begin
      numOut <= numIn;
    end
  end
endmodule
```

==> flow_summary.toml <==
# physical design summary
[run_status]
outcome = "completed"

[sta]
fin_crit_sh_pct = 89.9
slew_headroom_pct = 85.4
period_minus_slack_ns = 0.989
timing.fmax_mhz = 1010
fin_tns_setup_ns = 0
hold_viol_final = 0
maxSlewViolCount = 0
setup_viol = 0
tightest_slew_ns = 0.218
rsz0062_at_grt = "no"
setup_slack_ns = 0.111
clock_skew_ns = 0

[setup_path]
r2r_start = "numOut[1]"
worstRegToRegCells = 2
required_ns = 0.88
cpPeakStageDelay_ns = 0.30
crit_family = "flip-flops"
crit_path_top_delay_cell = "dfxtp_2"
critPathLaunchType = "register"
cp_max_fo = 2
path_cells = "dlygate4sd2_1"
end_kind = "primary output"
rrSetupSlack_ns = 0.50
path_buffers = 1
worstPathArrival_ns = 0.77
r2r_end = "numOut[1]"
crit_start = "numOut[1]"
cp-endpoint = "numOut[1]"
path_class = "register to primary output"
timing.critical_path.depth = 1

[power_and_ir_drop]
power_per_cell_area_nw_per_um2 = 1180
p_leak_uw = 0.000131
clockPowerShare_pct = 45.8
fin_total_pwr_uw = 386
p_switching_uw = 70.9
peakVddDrop_mv = 0.156
combPwrFrac_pct = 12.8
switching_share_pct = 18.4
intPower_uw = 315
seqPwrFrac_pct = 41.4

[detailed_routing]
ant_nets = 0
first_pass_iters = 1
viasPerCell = 1.83
wire_per_inst_um = 6.11
drt-total-wl_um = 440
drt_iter0_drc = 0
drc = 0
route.vias.total = 132

[place]
place_area_um2 = 303
dp_worst_setup_slack_ns = -0.111
portBuffers = 10
post-place-cells = 68
place_congestion = 0.722

[global_route]
grt_use_met3_pct = 2.95
grtUsageTotal_pct = 1.51
grt_pass1_wl_um = 676
grt_max_degree = 5
met2_usage_pct = 1.12
overflow = 0
globalRoute.busiestLayer = "met3"
antenna_found_initial = 1
grt_pass1_vias = 155
use_met1_pct = 1.40

[yosys]
synth-edff-count = 0
synth_chip_area_um2 = 156
yosys_warnings = 1
synthCells = 13
ys_top_cells_by_count = "dfxtp_1 (4), mux2i_1 (4), nor2b_1 (4)"
top_cells_by_area = "dfxtp_1 (51%), mux2i_1 (26%), nor2b_1 (16%)"
top_area_cell = "dfxtp_1"
yosys_cells = 13
synth.ff_latch_count = 4
synth.top_cell.area_share_pct = 51.2
flop_cell = "dfxtp_1"
synth_area_per_cell_um2 = 12.0
ys_types = 4
async_flop_share_pct = 0
ys_seq_share_pct = 51.2
synth_area_um2 = 156

[floorplanning]
core_um2 = 3420
chipArea_um2 = 6400
rows = 21
die_w_um = 80
fp.dieH_um = 80
num_io_pins = 11
initial_utilization_pct = 4.58

[layout]
synthToLayoutAreaGrowth_pct = 110
largest_reg_flops = 4
top_register = "numOut"
fillers = 398
instances_no_fill = 72
top_regs = "numOut (4)"
fin_area_um2 = 328
drive_gt1_share_pct = 28.0

[cts]
cts.htree.levels = 1
ctsHoldBuffers = 0
cts_root_buffer = "clkbuf_4"
numCtsBuffers = 3
cts_max_path_buffers = 2
cts_tree = "built"
cts-resized-gates = 8
clock.latency.late_pin_ns = 0.23
cts_setup_buffers = 0
clk_pin_slew_ns = 0.03
numClockSinks = 4

[worst_hold_path]
whs_path_depth = 2
hold_path_class = "register to register"

[flow_run]
drv_cap = 0
openroad.warnings = 25
==> power by group through the flow <==
stage	combinational [uW]	clock, uW	sequential (uW)
after CTS	50.6	187	160
after global routing	55.1	202	161
final	49.3	177	160
==> placed cells by master, fill, tap and decap left out <==
master and n:
clkbuf_4 3, clkdlybuf4s50_1 6, dfxtp_2 4, diode_2 1, dlygate4sd2_1 4, mux2i_1 4, nor2b_1 4
==> logic make-up (layout without fill, tap and decap cells) <==
group                  Yosys count  count (layout)  synth area share, %
multiplexers                     4               4                 25.6
flip-flops                       4               4                 51.2
AND/OR/NAND/NOR                  4               4                 16.0
buffers and inverters            1              13                 7.20
other                            0               1                    0
==> per-layer routing <==
layer  vias to the layer above  share of wire, %
li1                         68                 -
met1                        47                36
met2                        14                19
met3                         3                38
met4                         0               6.1
met5                         -                 0
==> worst min path at each step <==
stage | start | endpoint | slack, ns
after CTS | numOut[1] | numOut[1] | 0.50
after global routing | numOut[0] | numOut[0] | 0.56
final | numOut[1] | numOut[1] | 0.50
==> stage by stage <==
| stage | hold WS (ns) | utilization (%) |
|---|---|---|
| finish | 0.499 | 9.60 |
| detailed placement | 0.505 | 8.86 |
| global route | 0.555 | 9.60 |
| floorplan | 0.348 | - |
| CTS | 0.502 | 9.52 |
| global placement | 0.497 | 8.86 |
==> area by class of cell <==
cell class,count,area [um^2],share of cell area (%)
multi-input cells,8,65.1,19.8
well taps,46,57.6,17.6
diodes,1,2.50,0.763
flip-flops and latches,4,85.1,26.0
repair buffers,10,95.1,29.0
clock buffers,3,22.5,6.87
No activity file was given, so power comes from the tool's default toggle rates.
