==> design.v <==
module buttonShaper(Clk, Rst, b_in, out);
   input Clk, Rst, b_in;
   output reg out;
   parameter S_Init = 0, S_Pulse = 1,
              S_Wait = 2;
	reg [1:0] State, StateNext;
	always @ (State, b_in) begin
		case(State)
			S_Init: begin
				out <= 0;
				if (b_in == 0)
					StateNext <= S_Wait;
				else
					StateNext <= S_Init;
			end
      	S_Pulse: begin
				out <= 1;
				StateNext <= S_Init;
			end
			S_Wait: begin
				out <= 0;
				if (b_in == 1)
					StateNext <= S_Pulse;
				else
					StateNext <= S_Wait;
			end
		endcase
	end
	always @ (posedge Clk) begin
		if (Rst == 0)
			State <= S_Init;
		else
			State <= StateNext;
	end
endmodule
module countTo10(Clk, Rst, pulseIn, pulseOut);
   input Clk, Rst, pulseIn;
   output reg pulseOut;
   reg [3:0] count;
   always @ (posedge Clk)
   begin
      if (Rst == 0)
      begin
        count <= 1;
        pulseOut <= 0;
      end
		else if (pulseIn == 1)
		begin
			if(count == 10)
			begin
				pulseOut <= 1;
				count <= 1;
			end
			else if(count < 10)
				count <= count + 1;
		end
		else
			pulseOut <= 0;
	end
endmodule
module countTo100(Clk, Rst, pulseIn, pulseOut);
   input Clk, Rst, pulseIn;
   output reg pulseOut;
   reg [6:0] count;
   always @ (posedge Clk)
   begin
      if (Rst == 0)
      begin
        count <= 1;
        pulseOut <= 0;
      end
		else if (pulseIn == 1)
		begin
			if(count == 100)
			begin
				pulseOut <= 1;
				count <= 1;
			end
			else if(count < 100)
				count <= count + 1;
		end
		else
			pulseOut <= 0;
	end
endmodule
module counter(Clk, Rst, start, count);
	input Clk, Rst, start;
	output reg [3:0] count;
	always @ (posedge Clk)
	begin
		if(Rst == 0)
			count <= 0;
		else if(start == 1)
		begin
			if (count > 15)
				count<=1;
			count <= count + 1;
		end
	end
endmodule
module gameController(
  Clk, Rst, gameButton_in, randNum, p_button, p_input, pulse1sTimer,
  p1_numOut, enableTimer, points, level, num2display, r_LED, g_LED);
  input Clk, Rst, gameButton_in, p_button, pulse1sTimer;
  input [3:0] randNum, p_input;
  output reg enableTimer;
  output [4:0] num2display, points, level, p1_numOut;
  reg [4:0] num2display, points, level, p1_numOut;
  output [17:0] r_LED;
  reg [17:0] r_LED;
  output [3:0] g_LED;
  reg [3:0] g_LED;
  reg [3:0] State, inputCt, prevNum;
  reg [63:0] verify, p_seq;  
  reg [31:0] stage1, stage2, stage3, stage4;  
  parameter S_Init = 0, S_GetNum = 1, S_Shift = 2, S_Stage1 = 3, S_Generate = 4, S_WaitForPush = 5, S_Mod = 6, 
            S_InputSeq = 7, S_Verify= 8, S_Add = 9;
  always @ (posedge Clk)
  begin 
    if (Rst == 0) begin
      p1_numOut <= 5'b10000;  
        stage1 <= 32'b01110001100111010100101001011110;
		  stage2 <= 32'b01101111001100101001100011001011;
		  stage3 <= 32'b10101001010010110111000010011110;
		  stage4 <= 32'b01100100001100011001001101111011;
      r_LED <= 18'b010101010101010101;
      g_LED <= 4'b0000;
      num2display <= 5'b10000;  
      level <= 1;
      inputCt <= 1;  
      prevNum <= 0; 
      verify <= 0;  
      p_seq <= 0;  
      points <= 0;  
      enableTimer <= 0;  
      State <= S_Init;
    end
    else begin
      case(State)
        S_Init:  begin
            stage1 <= 32'b01110010100111010100101001011110;
		      stage2 <= 32'b01101111001100100001100011001011;
		      stage3 <= 32'b10101001010010110111000010011110;
		      stage4 <= 32'b01100100001100011001001101111011;
          p_seq <= 0; 
          verify <= 0;
			 if(points < 15) begin
            level <= points + 1;  
          end                    
			 else
			   level <= 15;
          inputCt <= level;  
          if(gameButton_in == 1) begin  
            State <= S_GetNum;
          end
        end
        S_GetNum: begin  
          if(randNum != 0)
            State <= S_Shift;
        end
        S_Shift: begin  
			    stage1 <= (stage1 >> (randNum*10));
			    stage2 <= stage2 >> (randNum*4);
			    stage3 <= stage3 >> (randNum*4);
			    stage4 <= stage4 >> (randNum*8);
          r_LED <= 18'b000000000000000000;
			    g_LED <= 4'b0000;  
          verify <= 0;
          enableTimer <= 1;  
          State <= S_Stage1;
        end
        S_Stage1: begin
          prevNum <= num2display;
          if(inputCt == 0)begin
            State <= S_WaitForPush;
          end
          else if(pulse1sTimer == 1) begin  
            r_LED <= (r_LED * 2) + 1;  
			      if(stage1 == 0) begin   
              if(stage2 != 0)begin  
                stage1 <= stage2;
                stage2 <= 0;
              end
              else if(stage3 != 0)begin
                stage1 <= stage3;
                stage3 <= 0;
              end
              else if(stage4 != 0)begin
                stage1 <= stage4;
                stage4 <= 0;
              end
            end 
            State <= S_Mod;
          end
			  end
        S_Mod: begin  
          num2display <= stage1 % 16;  
          State <= S_Generate;
        end
        S_Generate: begin
          if(num2display == prevNum)  
            num2display <= num2display + level;
          else if(num2display == 0)  
            num2display <= ((points * level * inputCt) % 15) + 1;
				  stage1 <= (stage1 >> ((randNum%3)+1));
          inputCt <= inputCt - 1;
          State <= S_Add;
        end
        S_Add: begin  
          verify <= (verify * 16) + num2display;  
          State <= S_Stage1;
        end
        S_WaitForPush: begin  
          if(pulse1sTimer == 1) begin
            num2display <= 5'b10000;  
            g_LED <= 4'b0001; 
            inputCt <= level;  
            p1_numOut <= p_input;
            State <= S_InputSeq; 
          end
        end 
        S_InputSeq: begin
		      p1_numOut <= p_input;  
          enableTimer <= 0;  
          if(inputCt == 0)  
            State <= S_Verify;
          else if(p_button == 1) begin
            if(g_LED == 4'b1111)  
              g_LED <= 4'b0001;
            else
              g_LED <= (g_LED * 2) + 1;  
            p_seq <= (p_seq * 16) + p_input;  
            inputCt <= inputCt - 1;
          end
        end
        S_Verify: begin
          p1_numOut <= 5'b10000;  
          if(p_seq == verify) begin   
				    g_LED <= 4'b1111;
				    r_LED <= 18'b000000000000000000;
            points <= points + 1;
            State <= S_Init;
          end
          else begin   
				    g_LED <= 4'b0000; 
				    r_LED <= 18'b111111111111111111;
				    points <= points - 1;
            State <= S_Init;
          end
        end  
        default: begin
          State <= S_Init;
        end
      endcase
    end 
  end
endmodule
module memGame_Top(Clk, Rst, game_b, p1_b, p1_inputNum, seqDisp, p1Disp, pointDisp, r_LED, g_LED);
  input Clk, Rst, 
        game_b,  
        p1_b;  
  input [3:0] p1_inputNum;  
  output [17:0] r_LED;  
  output [3:0] g_LED;  
  output [6:0] seqDisp,  
               p1Disp,  
               pointDisp;  
  wire game_b_shaped,  
       p1__shaped,   
       enable,  
       timerPulse;  
  wire [3:0] randNum;  
  wire [4:0] num2display,  
             points,  
             level,  
             p1_numOut;  
  buttonShaper simon_button(Clk, Rst, game_b, game_b_shaped);
  buttonShaper p1_button(Clk, Rst, p1_b, p1__shaped);
  rng generateSeed(Clk, Rst, game_b, randNum);
  gameController controller(
    Clk, Rst, game_b_shaped, randNum, p1__shaped, p1_inputNum, timerPulse,
    p1_numOut, enable, points, level, num2display, r_LED, g_LED);
  timerOneSecond timerSequence(Clk, Rst, enable, timerPulse);
  sevenSegDecoder disp_Sequence(num2display,seqDisp);
  sevenSegDecoder disp_p1(p1_numOut,p1Disp);
  sevenSegDecoder disp_points(points,pointDisp);
endmodule
module oneMS(Clk, Rst, enable, pulseOut);
   input Clk, Rst, enable;
   output reg pulseOut;
   reg[15:0] count;
   always @ (posedge Clk)
   begin
      if ( (Rst == 0) || (enable != 1) )
         begin
         count <= 1;
         pulseOut <= 0;
         end
      else if(count < 50000)
         begin
         count <= count + 1;
         pulseOut <= 0;
         end
      else if(count >= 50000)
         begin
         pulseOut <= 1;
         count <= 1;
         end
   end
endmodule
module rng(Clk, Rst, button, numOut);
	input Clk, Rst, button;
	output [3:0] numOut;
	wire[3:0] numOut;
	wire B_inverted;
	assign B_inverted = ~button;
	counter countRNG(Clk, Rst, B_inverted, numOut);
endmodule
module sevenSegDecoder (
  decoder_in,
  decoder_out);
  input [4:0] decoder_in;
  output [6:0] decoder_out;
  reg [6:0] decoder_out;
  always @ (decoder_in)
    begin
      case(decoder_in)
        4'b0000 :  decoder_out = 7'b1000000;
        4'b0001 :  decoder_out = 7'b1111001;
        4'b0010 :  decoder_out = 7'b0100100;
        4'b0011 :  decoder_out = 7'b0110000;
        4'b0100 :  decoder_out = 7'b0011001;
        4'b0101 :  decoder_out = 7'b0010010;
        4'b0110 :  decoder_out = 7'b0000010;
        4'b0111 :  decoder_out = 7'b1111000;
        4'b1000 :  decoder_out = 7'b0000000;
        4'b1001 :  decoder_out = 7'b0011000;
        4'b1010 :  decoder_out = 7'b0100000;
        4'b1011 :  decoder_out = 7'b0000011;
        4'b1100 :  decoder_out = 7'b0100111;
        4'b1101 :  decoder_out = 7'b0100001;
        4'b1110 :  decoder_out = 7'b0000110;
        4'b1111 :  decoder_out = 7'b0001110;
        5'b10000 :  decoder_out = 7'b1111111;
        default : decoder_out = 7'b1111111;
      endcase
    end
endmodule
module timer100ms(Clk, Rst, enable, pulseOut);
   input Clk, Rst, enable;
   output pulseOut;
   wire pulse1ms;
   oneMS oneMsTimer(Clk, Rst, enable, pulse1ms);
   countTo100 ct100(Clk, Rst, pulse1ms, pulseOut);
endmodule
module timerOneSecond(Clk, Rst, enable, pulseOut);
   input Clk, Rst, enable;
   output pulseOut;
   wire pulse1ms;
   timer100ms hunnitMsTimer(Clk, Rst, enable, pulse1ms);
   countTo10 ct10(Clk, Rst, pulse1ms, pulseOut);
endmodule
==> run.sh <==
#!/bin/bash
# OpenROAD 26Q1-2900-gdf79404cd8, Yosys 0.63+post, stock flow scripts
make -C /OpenROAD-flow-scripts/flow DESIGN_CONFIG=/design/flow/config.mk WORK_HOME=/design/flow/orfs finish
==> config.mk <==
export PLATFORM = sky130hd
export DESIGN_NAME = memGame_Top
export DESIGN_NICKNAME = memGame_Top
export VERILOG_FILES = /design/flow/design.v
export SDC_FILE = /design/flow/constraint.sdc
export NUM_CORES = 4
export LEC_CHECK = 1
export CORE_UTILIZATION = 50
==> constraint.sdc <==
current_design memGame_Top

set clk_period 19.2
set clk_io_pct 0.2

create_clock -name clk0 -period $clk_period [get_ports {Clk}]

set non_clock_inputs [all_inputs -no_clocks]
set_input_delay [expr $clk_period * $clk_io_pct] -clock clk0 $non_clock_inputs
set_output_delay [expr $clk_period * $clk_io_pct] -clock clk0 [all_outputs]
==> summary.txt <==
Implementation status.

- The depth of the worst register-to-register path is 50.
- The worst endpoint data arrival time is 14600 ps.
- Of all flip-flops after synthesis, the portion carrying an async set or reset was 0.
- The number of maximum-capacitance violations is 0.
- Per the detail_route report, vias per standard cell equal 6.16.
- The setup total negative slack is 0 ps.
- The worst setup slack after layout is 5040 ps.
- STA classifies the critical path endpoint as a flip-flop.
- The vias after detailed routing is 23700.
- The initial antenna violation count is 0.
- The path type of the worst min-delay path is reg2reg.
- The first TritonRoute pass finished after 6 iterations.
- The post-placement cell area is 26900 sq um.
- Per the GRT congestion report, total overflow comes to 0.
- The most frequently used library cell after synthesis is sky130_fd_sc_hd__nor2_1.
- The maximum clock insertion buffer count is 3.
- The synthesized netlist was found by Yosys to have 3208 cells.
- At the later pin of the worst-skew pair, clock insertion delay measures 580 ps.
- The cell occurring most often along the worst timing path is sky130_fd_sc_hd__ha_1.
- For this block, the routed nets add up to 76.6 mm of wire.
- Looking at the reg2reg group, the worst path starts from controller.points[0].
- The number of DRC markers after the initial detailed-route iteration is 2089.
- 51 I/O pins were placed.
- The endpoint required time on the critical path is 19640 ps.
- The capture point of the critical path was reported as seqDisp[0].
- The worst relative slew slack is 0.388.
- In this run the remaining antenna-violating nets after routing total 0.
- The final report lists the setup-violating endpoint count as 0.
- The cell with the biggest individual delay on the critical path is sky130_fd_sc_hd__nor3_1.
- Static timing analysis puts the maximum clock frequency at 70.6 MHz.
- The maximum resistive drop on vdd is 64.8 uV.
- The die outline width is 230 um.
- The number of port buffers is 50.
- Once layout is complete, the utilization of the core stands at 0.551.
- The summed area of non-filler cells in the final layout is 28300 sq um.
- The count of unclocked register or latch pins is 6.
- The yosys warning tally is 7.
- The capturing point of the worst reg2reg path is seqDisp[0].
- The post-synthesis to final-layout area growth is 8.99%.
- The via count of the first global-routing pass was 22200.
- Looking at the critical path, the highest net fanout was 14.
- Logged for this run, the post-placement worst setup slack is 5230 ps.
- On the worst path, the slowest cell contributes a delay of 700 ps.
- The count of non-filler cells in the finished layout is 3847.
- The first global-routing pass estimated 124 mm of wire.
- For this run the detailed placement stage logged an HPWL of 53.8 mm.
- The timing startpoint of the critical path is controller.points[0].
- The largest area contributor in the netlist is sky130_fd_sc_hd__dfxtp_1.
- CTS built an H-tree with a depth of 2.
- The average routed wire per standard cell is 19.9 um.
- The share of synthesized area in the top cell type comes to 0.290.
- The shortest clock period the worst path allows after layout is 14160 ps.
- The placer congestion estimate is 0.986.
- At the floorplan stage, the core utilization is reported as 0.506.
- The top flip-flop cell by instance count after synthesis is sky130_fd_sc_hd__dfxtp_1.
- The die footprint is 52800 sq um.
- The stage-log warning count is 53.
- The run finished with clean final reports.
- The post-layout total power is 1.83 mW.
- Of the cells placed in the final design, the portion with a size suffix greater than 1 is 0.0799.
- The antenna diode count is 0.
- Per the final timing report, the hold violations number 0.
- The number of max-slew violations in the final report is 0.
- The total instance count after detailed placement is 3773.
- Sorting the synthesized cells by area gives the leading types as sky130_fd_sc_hd__dfxtp_1, sky130_fd_sc_hd__mux2i_1, sky130_fd_sc_hd__nor2_1.
- After synthesis the cells add up to 26000 sq um.
- The number of enable-type register cells in the synthesized netlist is 0.
- In the synthesized netlist, the number of instances is 3208.
- The average instance in the mapped netlist occupies 8.09 sq um.
- The total CTS buffers is 43.
- The final routed DRC violation total is 0.
- The largest net degree at the start of global routing is 141.
- The type of origin of the critical path is a flip-flop.
- Post-route period utilization is reported as 0.738.
- TritonCTS built the clock tree.
- Dividing total power by cell area gives a power density of 64.8 nW/um^2.
- Across all register-to-register paths, the minimum setup slack is 5040 ps.
- Setup repair after global routing left no endpoint under its margin.
- The leakage dissipation is 10.6 nW.
- The number of hold buffers added after CTS was 0.
- The report lists the number of cells resized after CTS as 0.
- The aggregate global-route resource usage is 0.298.
- 6 endpoints have no timing constraint.
- For reference, the placement row count at floorplan is 83.
- The clock-pin slew on the worst setup and hold paths is 60 ps.
- The number of buffers added for setup after CTS is 0.
- The area of the core is 51300 sq um.
- The buffer cell driving the clock tree root is sky130_fd_sc_hd__clkbuf_16.
- The commonest cells after synthesis are sky130_fd_sc_hd__nor2_1, sky130_fd_sc_hd__dfxtp_1, sky130_fd_sc_hd__nand2_1.
- For this run, the chip area from Yosys synthesis comes to 26000 sq um.
- The number of synthesized register bits is 382.
- The type of the setup path with the least slack is reg2reg.
- The slew at the pin closest to its max-slew limit is 911 ps.
- Across the routed clock network, the largest skew measured is 18.4 ps.
- Per the synthesis report, the number of distinct cell types is 118.
- The worst hold slack across all endpoints is 439 ps.
- The die is 230 um tall.
[how the worst min path moves through the flow]
stage	start	endpoint	slack (ps)	depth (start not counted)
CTS	controller.State[5]	controller.State[3]	440	2
global route	controller.State[5]	controller.State[3]	450	2
finish	controller.State[5]	controller.State[3]	440	2
[worst max-delay path, delay by kind of cell, from the launching register on]
| family | cells | cell delay (ps) |
|---|---|---|
| buf+inv | 3 | 370 |
| compound gates | 20 | 4840 |
| flops | 1 | 570 |
| mux | 3 | 710 |
| xor+xnor | 2 | 390 |
| fa+ha+maj | 11 | 4400 |
| simple gates | 11 | 2730 |
[flip-flops by register name, indices dropped and copies added (netlist names), 10 cells and up]
register and flops:
controller.stage3 32, controller.p_seq 64, controller.r_LED 18, controller.stage2 32, controller.State 10, controller.stage1 32
controller.verify 64, timerSequence.hunnitMsTimer.oneMsTimer.count 16, controller.stage4 32
[cells in the final DEF (no fill, tap or decap), types with 62 or more instances in the layout]
cell type	netlist	layout
sky130_fd_sc_hd__nand3_1	98	98
sky130_fd_sc_hd__ha_1	89	89
sky130_fd_sc_hd__a22oi_1	138	138
sky130_fd_sc_hd__mux2i_1	148	147
sky130_fd_sc_hd__nand2_1	286	286
sky130_fd_sc_hd__a21oi_1	209	206
sky130_fd_sc_hd__inv_1	89	89
sky130_fd_sc_hd__a211oi_1	62	62
sky130_fd_sc_hd__nor2_1	390	387
sky130_fd_sc_hd__o21ai_0	165	165
sky130_fd_sc_hd__xnor2_1	142	142
sky130_fd_sc_hd__dfxtp_1	376	371
[metal layers]
metal / up-vias / GRT usage / part of all wire
li1: 11600 / - / -
met1: 11100 / 0.430 / 0.44
met2: 789 / 0.458 / 0.45
met3: 229 / 0.0408 / 0.055
met4: 0 / 0.130 / 0.052
met5: - / 0.00184 / 0
[logic make-up (layout without fill, tap and decap cells)]
kind of cell | after synthesis | after routing | share of synthesized area
multiplexers | 186 | 186 | 0.0816
XOR/XNOR | 190 | 190 | 0.0661
AND-OR/OR-AND | 916 | 916 | 0.249
adder cells (fa/ha/maj) | 116 | 116 | 0.0637
AND/OR/NAND/NOR | 1113 | 1113 | 0.201
flip-flops | 376 | 376 | 0.290
buffers and inverters | 305 | 264 | 0.0449
latches | 6 | 6 | 0.00347
[final cells by class]
class / count / area [sq um]
fillers: 4597 / 23000
repair buffers: 96 / 856
well taps: 680 / 851
clock buffers: 63 / 1240
flip-flops and latches: 382 / 7630
inverters: 94 / 358
clock inverters: 11 / 131
multi-input cells: 2521 / 17200
[power by group]
group	total, mW	switching, mW	leakage [nW]	internal, mW
Clock	0.808	0.334	0.677	0.474
Combinational	0.227	0.142	6.88	0.0858
Sequential	0.796	0.0119	3.09	0.784
No activity file was given, so power comes from the tool's default toggle rates.
